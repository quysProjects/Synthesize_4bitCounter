<file path="config.mk">
export PLATFORM = sky130hd
export DESIGN_NAME = alu
export DESIGN_NICKNAME = alu
export VERILOG_FILES = /design/flow/design.v
export SDC_FILE = /design/flow/constraint.sdc
export NUM_CORES = 4
export LEC_CHECK = 1
export CORE_AREA = 10 10 72 72
export DIE_AREA = 0 0 82 82
</file>
<file path="constraint.sdc">
current_design alu

set clk_period 3.5
set clk_io_pct 0.2

create_clock -name clk0 -period $clk_period

set non_clock_inputs [all_inputs -no_clocks]
set_input_delay [expr $clk_period * $clk_io_pct] -clock clk0 $non_clock_inputs
set_output_delay [expr $clk_period * $clk_io_pct] -clock clk0 [all_outputs]
</file>
<file path="design.v">
module alu(
  input logic [3:0] a,
  input logic [3:0] b,
  input logic [2:0] op,
  output logic [3:0] result,
  output logic carry
);
  wire logic [3:0] result_add;
  wire logic [3:0] result_sub;
  wire logic [3:0] result_and;
  wire logic [3:0] result_or;
  wire logic [3:0] result_xor;
  wire logic [3:0] result_not;
  wire logic [3:0] result_shift_left;
  wire logic [3:0] result_shift_right;
  wire logic carry1;
  wire logic carry_out1;
  wire logic carry2;
  wire logic carry_out2;
  wire logic [2:0] not_op;
  wire logic [3:0] w1;
  ripple_adder u1(a, b, result_add, carry1, 1'b0);
  not4bit not4bit0(b,w1);
  ripple_adder u2(a, w1, result_sub, carry2, 1'b1);
  and4bit and4bit(a,b,result_and);
  or4bit or4bit(a,b,result_or);
  xor4bit xor4bit(a,b,result_xor);
  not4bit not4bit(a,result_not);
  shift_left shift_left(a,b,result_shift_left);
  shift_right shift_right(a,b,result_shift_right);
  mux8by1 mux_bit0(result_add[0],result_sub[0],result_and[0],result_or[0],
                 result_xor[0],result_not[0],result_shift_left[0],result_shift_right[0],
                 op[0],op[1],op[2],
                 result[0]);
  mux8by1 mux_bit1(result_add[1],result_sub[1],result_and[1],result_or[1],
                   result_xor[1],result_not[1],result_shift_left[1],result_shift_right[1],
                  op[0],op[1],op[2],
                   result[1]);
  mux8by1 mux_bit2(result_add[2],result_sub[2],result_and[2],result_or[2],
                   result_xor[2],result_not[2],result_shift_left[2],result_shift_right[2],
                   op[0],op[1],op[2],
                   result[2]);
  mux8by1 mux_bit3(result_add[3],result_sub[3],result_and[3],result_or[3],
                   result_xor[3],result_not[3],result_shift_left[3],result_shift_right[3],
                   op[0],op[1],op[2],
                   result[3]);
  not(not_op[0],op[0]);
  not(not_op[1],op[1]);
  not(not_op[2],op[2]);
  an4 for_carryadd(carry1,not_op[0],not_op[1],not_op[2],carry_out1);
  an4 for_carrysub(carry2,op[0],not_op[1],not_op[2],carry_out2);
  or(carry,carry_out1,carry_out2);
endmodule
module an4(X0,X1,X2,X3,Y);
  input logic X0;
  input logic X1;
  input logic X2;
  input logic X3;
  output logic Y;
  wire logic w1,w2;
  and(w1,X0,X1);
  and(w2,w1,X2);
  and(Y,w2,X3);
endmodule
module and4bit(X,Y,S);
  input logic [3:0] X;
  input logic [3:0] Y;
  output logic [3:0] S; 
  and(S[0],Y[0],X[0]);
  and(S[1],Y[1],X[1]);
  and(S[2],Y[2],X[2]);
  and(S[3],Y[3],X[3]);
endmodule
module fulladder(X, Y, Ci, S, Co);
  input X, Y, Ci;
  output S, Co;
  wire w1,w2,w3;
  xor G1(w1, X, Y);
  xor G2(S, w1, Ci);
  and G3(w2, w1, Ci);
  and G4(w3, X, Y);
  or G5(Co, w2, w3);
endmodule
module mux2by1(D0,D1,S,Y);
  input logic D0;
  input logic D1;
  input logic S;
  output logic Y;
  wire w1,w2,w3;
  not(w1,S);
  and(w2,D0,w1);
  and(w3,D1,S);
  or(Y,w2,w3);
endmodule
module mux2by1_4bit(in0, in1, sel, out);
   input logic [3:0] in0;
   input logic [3:0] in1;
   input logic sel;
   output logic [3:0] out;
   mux2by1 mux0(in0[0],in1[0],sel,out[0]);
   mux2by1 mux1(in0[1],in1[1],sel,out[1]);
   mux2by1 mux2(in0[2],in1[2],sel,out[2]);
   mux2by1 mux3(in0[3],in1[3],sel,out[3]);
endmodule  
module mux8by1(D0,D1,D2,D3,D4,D5,D6,D7,s0,s1,s2,Y);
  input logic D0;
  input logic D1;
  input logic D2;
  input logic D3;
  input logic D4;
  input logic D5;
  input logic D6;
  input logic D7;
  input logic s0;
  input logic s1;
  input logic s2;
  output logic Y;
  wire logic not_s0, not_s1, not_s2;
  wire logic w0,w1,w2,w3,w4,w5,w6,w7;
  not(not_s0,s0);
  not(not_s1,s1);
  not(not_s2,s2);
  an4 a0(D0,not_s2,not_s1,not_s0,w0);
  an4 a1(D1,not_s2,not_s1,s0,w1);
  an4 a2(D2,not_s2,s1,not_s0,w2);
  an4 a3(D3,not_s2,s1,s0,w3);
  an4 a4(D4,s2,not_s1,not_s0,w4);
  an4 a5(D5,s2,not_s1,s0,w5);
  an4 a6(D6,s2,s1,not_s0,w6);
  an4 a7(D7,s2,s1,s0,w7);
  orr8 or0(w0,w1,w2,w3,w4,w5,w6,w7,Y); 
endmodule
module not4bit(X,S);
  input logic [3:0] X;
  output logic [3:0] S;
  not(S[0],X[0]);
  not(S[1],X[1]);
  not(S[2],X[2]);
  not(S[3],X[3]);
endmodule
module or4bit(X,Y,S);
  input logic [3:0] X;
  input logic [3:0] Y;
  output logic [3:0] S; 
  or(S[0],Y[0],X[0]);
  or(S[1],Y[1],X[1]);
  or(S[2],Y[2],X[2]);
  or(S[3],Y[3],X[3]);
endmodule
module orr8(X0,X1,X2,X3,X4,X5,X6,X7,Y);
  input logic X0;
  input logic X1;
  input logic X2;
  input logic X3;
  input logic X4;
  input logic X5;
  input logic X6;
  input logic X7;
  output logic Y;
  wire logic w1,w2,w3,w4,w5,w6;
  or(w1,X0,X1);
  or(w2,w1,X2);
  or(w3,w2,X3);
  or(w4,w3,X4);
  or(w5,w4,X5);
  or(w6,w5,X6);
  or(Y,w6,X7);
endmodule
module ripple_adder(X, Y, S, Co, Cin);
 input logic [3:0] X, Y; 
 output logic [3:0] S;
 input logic Cin;
 output logic Co;
 wire logic w1, w2, w3;
 fulladder u1(X[0], Y[0], Cin, S[0], w1);
 fulladder u2(X[1], Y[1], w1, S[1], w2);
 fulladder u3(X[2], Y[2], w2, S[2], w3);
 fulladder u4(X[3], Y[3], w3, S[3], Co);
endmodule
module shift_left(a,b,s);
   input logic [3:0] a;
   input logic [3:0] b;
   output logic [3:0] s;
   wire logic [3:0] s1, s2;
   mux2by1_4bit muxx1(a,   {a[2:0],1'b0},  b[0], s1);
   mux2by1_4bit muxx2(s1,  {s1[1:0],2'b0}, b[1], s2);
   mux2by1_4bit muxx4(s2,  4'b0, b[2],  s);
endmodule
module shift_right(a,b,s);
   input logic [3:0] a;
   input logic [3:0] b;
   output logic [3:0] s;
   wire logic[3:0] s1, s2;
   mux2by1_4bit mux11(a,   {1'b0,a[3:1]},  b[0], s1);
   mux2by1_4bit mux22(s1,  {2'b0,s1[3:2]}, b[1], s2);
   mux2by1_4bit mux44(s2,  4'b0, b[2],  s);
endmodule
module xor4bit(X,Y,S);
  input logic [3:0] X;
  input logic [3:0] Y;
  output logic [3:0] S; 
  xor(S[0],Y[0],X[0]);
  xor(S[1],Y[1],X[1]);
  xor(S[2],Y[2],X[2]);
  xor(S[3],Y[3],X[3]);
endmodule
</file>
<file path="run.sh">
#!/bin/bash
# OpenROAD 26Q1-2900-gdf79404cd8, Yosys 0.63+post, stock flow scripts
make -C /OpenROAD-flow-scripts/flow DESIGN_CONFIG=/design/flow/config.mk WORK_HOME=/design/flow/orfs finish
</file>
==> flow_summary.yaml <==
# generated from flow reports
cells_and_area:
  final_cells: 170
  flop-count: 0
  flop_area_um2: 0
  n_clock_buffer: 0
  area_delta_synth_final_pct: 45.6
  stdcell_area_mm2: 0.00105
  drive_gt1_frac: 0.336
setup_path:
  end_kind: "primary output"
  cp.arrival_ps: 2710
  crit_fanout: 3
  critical_path_class: "in -> out"
  required_ps: 2800
  startpoint_type: "input pin"
yosys:
  syn_inst: 96
  yosys_warnings: 0
  top_cells_by_count: "14 x inv_1, 10 x ha_1, 9 x nand2_1"
  yosys_area_um2: 718
  synth.top_cell.area_share: 0.174
  area_leaders: "ha_1 17%, fa_1 17%, inv_1 7.3%, buf_4 5.2%, nand2_1 4.7%"
  yosys.cell_types.count: 29
  ys_seq_frac: 0
  netlist_area_um2: 718
  yosysCellCount: 96
  yosys.cell_count.top_type: "inv_1"
  avgSynthCellArea_um2: 7.48
  yosysTopAreaCell: "ha_1"
route:
  vias: 724
  drc_errors: 0
  viasPerCell: 4.26
  drt-wirelength-per-cell_um: 11.5
  drt-total-wl_um: 1960
  drt_first_pass_iters: 4
  ant_nets: 0
  drt_iter0_drc: 40
  diodes: 0
sta:
  rsz0062_at_grt: "yes"
  layout_min_cycle_time_ps: 3410
  maxSlewViolCount: 0
  finalClockPeriodUsage: 0.975
  fmax_mhz: 293
  slew_headroom: 0.697
  hold_violations: 0
  setup_viol: 0
  setup_ws_ps: 86.7
  fin_tns_setup_ps: 0
  worstMarginPinSlew_ps: 453
placed_design:
  place_area_mm2: 0.00103
  io_buffers: 16
  pre_cts_ws_ps: -809
  placed_cells: 170
  dp_hpwl_um: 1660
  place_congestion: 0.932
grt:
  met3_usage: 0.0165
  grt_pass1_vias: 694
  grt.busiest_layer: "met2"
  grtUsageMet2: 0.0948
  grt_max_degree: 14
  grt_usage: 0.0571
  gr-total-overflow: 0
  antenna_found_initial: 0
  grt_pass1_wl_um: 3140
  grt_use_met1: 0.0754
floorplan:
  dieWidth_um: 82
  dieHeight_um: 82
  dieArea_mm2: 0.00672
  fp-utilization: 0.195
  num_rows: 22
  fp.coreArea_mm2: 0.00369
  ioPinCount: 16
outcome:
  status: "completed"
job:
  cap_viol_max_count: 0
  warning_count: 40
hold_path:
  holdPathStages: 6
  hp-class: "in -> out"
power:
  ir_worst_vdd_mv: 0.0378
  p_leak_nw: 0.469
  p_per_area_mw_per_mm2: 116
clock_tree:
  post_cts_buffers: 0
  hold_buffers: 0
==> cell type report <==
type	count	area [µm²]
fillers	396	2640
inverters	15	58.8
multi-input cells	71	638
well taps	48	60.1
repair buffers	36	289
==> final timing paths <==
kind  start        end  slack (ps)
max    b[0]  result[2]          90
min    b[1]  result[3]        1990
==> layer usage <==
metal | vias up | routed length (µm)
li1 | 379 | -
met1 | 325 | 872
met2 | 18 | 938
met3 | 2 | 142
met4 | 0 | 8
met5 | - | 0
==> worst max-delay path, stage by stage <==
cell and delay (ps):
buf_2 120, buf_4 140, ha_4 160, fa_2 340
inv_2 60, fa_2 410, mux4_2 470, o22ai_2 190
buf_2 120
==> cells in the final DEF, fill, tap and decap left out, types with 3 or more instances in the layout <==
cell type         n
buf_4            19
inv_1             9
nand2_1           9
clkdlybuf4s50_1   9
ha_1              8
inv_2             5
nand2b_1          5
nor2_1            5
a21oi_1           5
o211ai_1          4
fa_2              4
o22ai_1           3
buf_2             3
==> power breakdown <==
group / total, mW / internal [mW] / switching [mW]
clock network: 0 / 0 / 0
logic: 0.121 / 0.0656 / 0.0559
registers: 0 / 0 / 0
==> cells by family after synthesis <==
kind of cell,after synthesis,synth area share
simple gates,28,0.195
compound gates,23,0.204
fa+ha+maj,16,0.341
mux,4,0.0958
buf+inv,25,0.164
==> timing repair <==
| item | 4_1_cts | 5_1_grt |
|---|---|---|
| pin swaps | 9 | 4 |
| setup endpoints to repair | 4 | 2 |
| resized | 34 | 6 |
==> through the flow <==
stage / hold WS (ps) / total power [mW] / util
2_1_floorplan: 1560 / 0.0665 / -
3_3_place_gp: 2530 / 0.118 / 0.278
3_5_place_dp: 2530 / 0.119 / 0.278
4_1_cts: 2130 / 0.123 / 0.285
6_report: 1990 / 0.121 / 0.284
5_1_grt: 2040 / 0.137 / 0.284
Power is estimated from default activity; no workload was simulated.
