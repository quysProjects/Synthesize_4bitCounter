==> flow/design.v <==
module fulladder(X, Y, Ci, S, Co);
  input X, Y, Ci;
  output S, Co;
  wire w1,w2,w3;
  xor G1(w1, X, Y);
  xor G2(S, w1, Ci);
  and G3(w2, w1, Ci);
  and G4(w3, X, Y);
  or G5(Co, w2, w3);
endmodule
module ripple_adder(X, Y, S, Co, Cin);
 input logic [3:0] X, Y; 
 output logic [3:0] S;
 input logic Cin;
 output logic Co;
 wire logic w1, w2, w3;
 fulladder u1(X[0], Y[0], Cin, S[0], w1);
 fulladder u2(X[1], Y[1], w1, S[1], w2);
 fulladder u3(X[2], Y[2], w2, S[2], w3);
 fulladder u4(X[3], Y[3], w3, S[3], Co);
endmodule
module synth_wrapper
(
 input wire [3:0] X, Y, 
 input wire rst_n,clk,
 output reg [3:0] S,
 input wire Cin,
 output reg Co  
);
  reg [3:0] X_reg;
  reg [3:0] Y_reg;
  reg [3:0] S_reg;
  wire  Co_reg;
  reg  Cin_reg;
 always@(posedge clk, negedge rst_n) begin
    if(!rst_n) begin
       X_reg <= 4'h0;
       Y_reg <= 4'h0;
       S <= 4'h0;
       Co <= 1'b0;
       Cin_reg <= 1'h0;
    end
    else begin
       X_reg <= X;
       Y_reg <= Y;
       S <= S_reg;
       Co <= Co_reg;
       Cin_reg <= Cin;
    end
 end
 ripple_adder u1(X_reg, Y_reg, S_reg, Co_reg, Cin_reg);
endmodule
==> flow/run.sh <==
#!/bin/bash
# OpenROAD 26Q1-2900-gdf79404cd8, Yosys 0.63+post, stock flow scripts
make -C /OpenROAD-flow-scripts/flow DESIGN_CONFIG=/design/flow/config.mk WORK_HOME=/design/flow/orfs finish
==> flow/config.mk <==
export PLATFORM = sky130hd
export DESIGN_NAME = synth_wrapper
export DESIGN_NICKNAME = synth_wrapper
export VERILOG_FILES = /design/flow/design.v
export SDC_FILE = /design/flow/constraint.sdc
export NUM_CORES = 4
export LEC_CHECK = 1
export CORE_AREA = 10 10 78 78
export DIE_AREA = 0 0 88 88
==> flow/constraint.sdc <==
current_design synth_wrapper

set clk_period 2.5
set clk_io_pct 0.2

create_clock -name clk0 -period $clk_period [get_ports {clk}]

set non_clock_inputs [all_inputs -no_clocks]
set_input_delay [expr $clk_period * $clk_io_pct] -clock clk0 $non_clock_inputs
set_output_delay [expr $clk_period * $clk_io_pct] -clock clk0 [all_outputs]
==> Slide: Implementation Results <==
Run Summary

Route
  – Drt pass-1 iters: 2
  – Drt wl/cell: 8.989 um
  – Antenna cells: 0
  – Remaining antenna violation count: 0
  – DRC viols: 0
  – Vias: 222
  – Vias per cell: 2.362
  – Initial drt markers: 21
  – Final WL: 845 um

Global routing
  – Pin count of the biggest net entering global routing: 15
  – Gr usage total: 2.479%
  – Vias in the first global route: 286
  – Grt ovf: 0
  – Initial antenna violation count: 0
  – First-pass GRT wire length: 1.421 mm

Power
  – Sw power: 0.09513 mW
  – Clock share of power: 40.4%
  – P_int: 0.4281 mW
  – Sequential share of power: 48.6%
  – VDD IR max: 0.2170 mV
  – Cell Pwr Density: 727.3 nW/um^2
  – Comb power frac: 11.0%
  – Pleak: 0.3064 nW
  – Switching share of total power: 18.18%

Clock network
  – Post-CTS setup repair buffer count: 0
  – Num CTS Buffers: 3
  – Clk slew on worst S/H paths: 0.05 ns
  – Cell at the root of the clock tree: clkbuf_8
  – Late-Pin Clk Latency: 0.24 ns
  – Post_cts resized: 0
  – # H-tree levels: 1
  – Maximum clock insertion buffer count: 2
  – TritonCTS clock tree: done
  – Clock Sink Count: 14
  – Hold Buf Count CTS: 0

Logic synthesis
  – Synth Seq Share: 77.99%
  – Avg Cell Area, Syn: 19.53 um^2
  – Top-area cell share: 77.99%
  – Synth Cell Area: 449.2 um^2
  – Yosys cell types: 3
  – Largest area contributor in the netlist: dfrtp_1
  – Yosys Warn Count: 1
  – Synth Instances: 23
  – Cell count in the Yosys report: 23
  – FF+latch count, synth: 14
  – Chip Area, Yosys: 449.2 um^2
  – Post-synth area hogs: dfrtp_1, fa_1, inv_1

Cells and area
  – Share of layout cells above drive strength 1: 9.524%
  – Filler Cells Inserted: 467
  – Cell area after layout: 719.4 um^2
  – Final Non-Filler Cells: 94
  – Top Layout Cells: clkdlybuf4s50_1, dfrtp_1, inv_1, fa_1, clkbuf_8
  – Most instantiated logic cell after routing: clkdlybuf4s50_1
  – Layout area overhead: 60.17%

Critical path
  – Critical Path RT: 2.68 ns
  – Max stage delay on crit path: 0.46 ns
  – WP data arrival: 2.38 ns
  – Worst-path maximum fanout: 1
  – Worst setup SP type: register
  – CP max-delay cell: fa_1
  – CP Capture Type: register
  – Cell seen most often among critical-path stages: fa_1
  – CP Cell Sequence: fa_1 -> fa_1 -> fa_1 -> inv_1 -> fa_1 -> inv_1
  – Setup CP Type: reg -> reg

Final timing
  – Fmax: 0.4555 GHz
  – Max-slew headroom: 60.33%
  – Clk_skew: 0.002155 ns
  – RSZ-0062 raised after global routing: false
  – Final hold slack: 0.5332 ns
  – Final number of hold-violating endpoints: 0
  – Setup ws final: 0.3048 ns
  – Setup Viol. Count Final: 0
  – Setup TNS: 0 ns
  – Tmin final: 2.195 ns
  – Tcrit/Tclk final: 87.81%
  – Slew Viols, Final: 0
  – Worst-Margin Slew: 0.5932 ns

Placement
  – Placed insts: 90
  – DP Worst Slack: 0.2936 ns
  – Post-DP Area: 664.4 um^2
  – Port buffer count: 15
  – Gpl congestion: 0.7335
  – Detailed placement HPWL: 749.9 um

Status
  – Outcome: completed

Flow run
  – Max-Cap Viols: 0
  – Tool warnings: 25

Floorplanning
  – Initial Util: 10.18%
  – Cell Rows: 24
  – Core box area: 4414 um^2
  – IO Pins: 16
  – Chip Area: 7744 um^2
  – Die y size: 88 um
  – Die W: 88 um

Hold path
  – Hold Crit Class: reg -> reg
## per-stage QoR
step                total power, mW  util [%]
global placement             0.3176     15.05
CTS                          0.5348     16.30
global route                 0.5564     16.30
detailed placement           0.3197     15.05
finish                       0.5233     16.30
floorplan                    0.2652         -
## power by group through the flow
stage	Clock [mW]	Combinational, mW	Sequential [mW]
after CTS	0.219	0.0613	0.255
final	0.211	0.0578	0.254
after global routing	0.234	0.0662	0.256
## final timing paths
| path | start | endpoint | slack (ns) | depth (start not counted) |
|---|---|---|---|---|
| setup reg to reg | X_reg[0]$_DFF_PN0_ | S[3]$_DFF_PN0_ | 0.30 | 6 |
| setup / recovery | X_reg[0]$_DFF_PN0_ | S[3]$_DFF_PN0_ | 0.30 | 6 |
| hold reg to reg | Y_reg[2]$_DFF_PN0_ | S[2]$_DFF_PN0_ | 0.53 | 1 |
| min in group asynchronous | rst_n | X_reg[1]$_DFF_PN0_ | 0.64 | 1 |
| hold / removal | Y_reg[2]$_DFF_PN0_ | S[2]$_DFF_PN0_ | 0.53 | 1 |
| max in group asynchronous | rst_n | S[2]$_DFF_PN0_ | 1.48 | 1 |
## cells by family after synthesis
logic type               synth area share [%]
flip-flops                              78.00
adder cells (fa/ha/maj)                 17.83
buffers and inverters                   4.179
## layout make-up
type                            instances  area (um^2)  area share (%)
Inverter                                5        18.77           2.609
Sequential cell                        14        350.3           48.70
Tap cell                               52        65.06           9.043
Multi-Input combinational cell          4        80.08           11.13
Clock buffer                            4        55.05           7.652
Timing Repair Buffer                   15        150.1           20.87
## metal layers
layer | track usage, % | up-vias | routed length, um
met3 | 2.900 | 0 | 219
met5 | 0 | - | 0
li1 | - | 101 | -
met2 | 3.241 | 16 | 320
met1 | 2.703 | 105 | 305
met4 | 0.1449 | 0 | 0
## critical path, delay by kind of cell (launching register included)
family / cells / cell delay (ns)
buf+inv: 2 / 0.14
flops: 1 / 0.38
fa+ha+maj: 4 / 1.62
## cells in the mapped netlist
cell type	n
dfrtp_1	14
inv_1	5
fa_1	4
No activity file was given, so power comes from the tool's default toggle rates.
