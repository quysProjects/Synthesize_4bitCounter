==> flow/design.v <==
module counter(
  input  logic       clk_i   ,
  input  logic       rst_ni  ,
  input  logic       sel_i,
  output logic [3:0] data_o
);
  logic [3:0] counter_q;
  logic [3:0] counter_up;
  logic [3:0] counter_down;
  logic [3:0] counter_d;
  ripple_adder count_up(
    .X(counter_q),
    .Y(4'b0000  ),
    .Cin(1'b1),
    .Co(),
    .S(counter_up)
  );
  ripple_adder count_down(
    .X(counter_q),
    .Y(4'b1111  ),
    .Cin(1'b0),
    .Co(),
    .S(counter_down)
  );
  mux2by1_4bit mux(counter_down, counter_up, sel_i, counter_d);
  always_ff @(posedge clk_i) begin
    if (!rst_ni)
      counter_q <= '0;
    else 
        counter_q <= counter_d;
  end
  assign data_o = counter_q;
endmodule : counter
module fulladder(X, Y, Ci, S, Co);
  input X, Y, Ci;
  output S, Co;
  wire w1,w2,w3;
  xor G1(w1, X, Y);
  xor G2(S, w1, Ci);
  and G3(w2, w1, Ci);
  and G4(w3, X, Y);
  or G5(Co, w2, w3);
endmodule
module mux2by1(D0,D1,S,Y);
  input logic D0;
  input logic D1;
  input logic S;
  output logic Y;
  wire w1,w2,w3;
  not(w1,S);
  and(w2,D0,w1);
  and(w3,D1,S);
  or(Y,w2,w3);
endmodule
module mux2by1_4bit(in0, in1, sel, out);
   input logic [3:0] in0;
   input logic [3:0] in1;
   input logic sel;
   output logic [3:0] out;
   mux2by1 mux0(in0[0],in1[0],sel,out[0]);
   mux2by1 mux1(in0[1],in1[1],sel,out[1]);
   mux2by1 mux2(in0[2],in1[2],sel,out[2]);
   mux2by1 mux3(in0[3],in1[3],sel,out[3]);
endmodule  
module ripple_adder(X, Y, S, Co, Cin);
 input logic [3:0] X, Y; 
 output logic [3:0] S;
 input logic Cin;
 output logic Co;
 wire logic w1, w2, w3;
 fulladder u1(X[0], Y[0], Cin, S[0], w1);
 fulladder u2(X[1], Y[1], w1, S[1], w2);
 fulladder u3(X[2], Y[2], w2, S[2], w3);
 fulladder u4(X[3], Y[3], w3, S[3], Co);
endmodule
==> flow/run.sh <==
#!/bin/bash
# OpenROAD 26Q1-2900-gdf79404cd8, Yosys 0.63+post, stock flow scripts
make -C /OpenROAD-flow-scripts/flow DESIGN_CONFIG=/design/flow/config.mk WORK_HOME=/design/flow/orfs finish
==> flow/config.mk <==
export PLATFORM = sky130hd
export DESIGN_NAME = counter
export DESIGN_NICKNAME = counter
export VERILOG_FILES = /design/flow/design.v
export SDC_FILE = /design/flow/constraint.sdc
export NUM_CORES = 4
export LEC_CHECK = 1
export CORE_AREA = 10 10 70 70
export DIE_AREA = 0 0 80 80
==> flow/constraint.sdc <==
current_design counter

set clk_period 1.7
set clk_io_pct 0.2

create_clock -name clk0 -period $clk_period [get_ports {clk_i}]

set non_clock_inputs [all_inputs -no_clocks]
set_input_delay [expr $clk_period * $clk_io_pct] -clock clk0 $non_clock_inputs
set_output_delay [expr $clk_period * $clk_io_pct] -clock clk0 [all_outputs]
==> run notes <==
Status of the implementation.

- For this run, the number of Yosys warnings is 1.
- Synthesis produced 25 cells.
- The sequential element share of the synthesized area is 0.333, for reference.
- The analysis attributes to cell leakage a power of 0.142 nW.
- The synthesized chip area reported by yosys is between 200 and 250 sq um, for reference.
- The worst setup skew after layout is roughly 1.4 ps, for reference.
- The register with the most flip-flops in the final layout is counter_q.
- The cts-stage hold buffer count is 0, for reference.
- The worst setup timing slack at the placement stage is roughly 240 ps, for reference.
- The floorplan step records an initial core utilization of 0.0703.
- Using the TritonRoute via totals, the vias-per-cell ratio works out to ~2.1.
- Once synthesis finished, the tally of register bits stood at 4.
- The iteration count recorded for the first detailed-route pass is 2.
- At the end of routability-driven placement, the weighted congestion stood at ~0.67.
- The upper clock frequency limit is just under 700 MHz, for reference.
- No sink is reached through more buffers than the 2 on the longest clock path.
- The number of top-level design ports is 7, for reference.
- For the worst min-delay path, the startpoint reported by OpenROAD is counter_q[0]$_SDFF_PN0_.
- The post-detailed-route count of antenna-violating nets is 0, for reference.
- The transition time at the pin with the least slew margin is slightly below 200 ps, for reference.
- On the final layout, the worst hold slack is ~470 ps.
- Setup slack on the worst reg-to-reg path comes out at ~440 ps.
- The placeable core region is approximately 3400 sq um, for reference.
- The worst setup path is launched from a flip-flop.
- Along the critical path, the tally of buffer and inverter instances is 1.
- The final hold violation count recorded for this run is 0.
- In the final timing run, aggregate negative setup slack is 0 ps.
- The end point of the most critical hold path is counter_q[0]$_SDFF_PN0_, for reference.
- The synthesis-to-layout area growth is 45.8%, for reference.
- The required time reported for the critical path endpoint is between 1000 and 1500 ps, for reference.
- According to the timing report, the arrival time at the worst endpoint equals approximately 1100 ps.
- The cell sequence reported for the critical path is clkdlybuf4s50_1.
- In the final routed layout, each cell accounts on average for slightly above 6 microns.
- A synthesized cell averages a little under 10 sq um.
- Entering global routing, the biggest net connects 6 pins.
- The number of distinct library cells after synthesis is 12, for reference.
- Per the detailed-route log, wirelength across all metal layers totals 467 microns.
- The final max-slew violation count is 0, for reference.
- The launching point of the worst reg2reg path is counter_q[0]$_SDFF_PN0_, for reference.
- After global routing the overflow that remains totals 0.
- The run finished with clean final reports.
- After synthesis the cells add up to around 240 sq um.
- The delay of the slowest cell on the worst path is around 500 ps, for reference.
- Per the STA report, the cell with the highest stage delay on the worst path is sky130_fd_sc_hd__clkdlybuf4s50_1.
- The headroom to the max-slew limit is 0.865, for reference.
- The share of synthesized area in the top cell type comes to 0.333.
- In the final layout, the share of cells above drive strength 1 is 0.100.
- In the routed design, unresolved DRC markers number 0.
- The path type of the worst setup path is flip-flop to primary output, for reference.
- The die covers between 6000 and 7000 sq um.
- The worst supply voltage drop on vdd is ~0.00014 V, for reference.
- The power consumption is between 0.0003 and 0.0004 W, for reference.
- The first-pass GRT wire length is 828 microns, for reference.
- The cell type contributing the most total cell area after synthesis is sky130_fd_sc_hd__dfxtp_1, for reference.
- Per the layout area report, the combinational gate area comes to ~120 sq um.
- The width of the chip is 80 microns, for reference.
- The number of cells on the worst reg-to-reg path is 5, for reference.
- Looking at the clock tree report, the H-tree level count equals 1.
- Per the layout area report, the register area comes to between 80 and 90 sq um.
- For this run the detailed placement stage logged an HPWL of roughly 370 microns.
- The number of input and output port buffers inserted is 6, for reference.
- Detailed-route iteration 0 reported a violation count of 7.
- After synthesis, the cell types taking the most area are sky130_fd_sc_hd__dfxtp_1 33%, sky130_fd_sc_hd__ha_1 21%, sky130_fd_sc_hd__buf_4 13%.
- Once the clock tree was built, the setup fixing pass inserted 0 buffers.
- The tool warning count is 26, for reference.
- The final antenna diode tally reported by the flow is 0.
- For the worst reg-to-reg path, the endpoint reported by OpenROAD is counter_q[2]$_SDFF_PN0_.
- In the Yosys report the total cell count is 25.
- The number of antenna violations at the first check in global routing is 0, for reference.
- The height of the die is around 80 microns, for reference.
- The flip-flop count of the largest register, all copies and words added is 4, for reference.
- The global-route usage over all layers is 0.0160, for reference.
- The total of max-cap violations is 0, for reference.
- The CTS tree is built, for reference.
- The worst hold-check path type is flip-flop to flip-flop, for reference.
- In this run, post-CTS repair resized a total of 0 instances.
- In the final layout, the registers with the most flip-flops are counter_q (4).
- The cell family with the largest share of critical-path delay is buffers and inverters, for reference.
- The depth of the worst hold-timing path is 1, for reference.
- The worst setup path is captured at a primary output.
- Per the skew report, the later register of the worst-skew pair sees a clock latency of between 200 and 250 ps.
- The CTS sink count is 4, for reference.
- Per the post-CTS timing run, clock transition at the registers of the reported paths is 40 ps.
- Across all setup checks in the final design, the least slack found is approximately 260 ps.
- The number of cell rows is 21, for reference.
- The maximum fanout along the worst path is 4, for reference.
- Subtracting the final worst setup slack from the clock period gives ~1400 ps.
- The root cell of the clock tree is sky130_fd_sc_hd__clkbuf_4, for reference.
- The via count of the first global-routing pass is about 180, for reference.
- Dividing the final minimum period by the clock period gives 0.845.
- Setup repair after global routing left no endpoint under its margin.
- The detailed router placed 163 vias in this run.
- The number of buffers created by CTS is 3, for reference.
- The power per cell area is roughly 870 nW/um^2, for reference.
- The final layout report lists a filler cell count of approximately 400.
- In the final report, the number of endpoints failing setup comes to 0.
where the power goes:
part	switching [W]	total, W	internal, W	leakage [nW]
Combinational	0.0000236	0.0000728	0.0000493	0.0948
Clock	0.0000354	0.000114	0.0000787	0.0138
Sequential	0.00000935	0.000117	0.000108	0.0332
Total	0.0000683	0.000304	0.000236	0.142
worst max-delay path by stage:
| stage | slack [ps] | startpoint | end | depth (start not counted) |
|---|---|---|---|---|
| CTS | 230 | counter_q[0]$_SDFF_PN0_ | data_o[0] | 1 |
| global route | 190 | counter_q[0]$_SDFF_PN0_ | data_o[0] | 1 |
| finish | 260 | counter_q[0]$_SDFF_PN0_ | data_o[0] | 1 |
kinds of logic (layout without fill, tap and decap cells):
family / after synthesis / count (layout) / share of synthesized area
DFF: 4 / 4 / 0.333
and+or+nand+nor: 6 / 6 / 0.135
buffers and inverters: 7 / 12 / 0.172
adders and majority gates: 4 / 4 / 0.208
muxes: 2 / 2 / 0.0833
xor gates and xnor gates: 1 / 1 / 0.0365
AOI/OAI and AO/OA: 1 / 1 / 0.0313
cells in the mapped netlist:
cell / n
sky130_fd_sc_hd__dfxtp_1: 4
sky130_fd_sc_hd__nor2b_1: 1
sky130_fd_sc_hd__buf_4: 4
sky130_fd_sc_hd__a21boi_1: 1
sky130_fd_sc_hd__inv_1: 3
sky130_fd_sc_hd__nand2_1: 2
sky130_fd_sc_hd__mux2i_1: 2
sky130_fd_sc_hd__ha_1: 4
sky130_fd_sc_hd__nand2b_1: 1
sky130_fd_sc_hd__and2_1: 1
sky130_fd_sc_hd__xnor2_1: 1
sky130_fd_sc_hd__or2_1: 1
cell usage in the layout (no fill, tap or decap), drive strengths merged:
cell / count
mux2i: 2
clkbuf: 3
dfxtp: 4
ha: 4
xnor2: 1
a21boi: 1
nor2b: 1
nand2: 2
and2: 1
inv: 3
or2: 1
nand2b: 1
clkdlybuf4s50: 6
layer usage:
metal  vias to the layer above  GRT usage  share of wire
met3                         2    0.00341          0.099
li1                         84          -              -
met2                         6     0.0241           0.47
met5                         -          0              0
met1                        71     0.0193           0.37
met4                         0     0.0123          0.051
final cells by class:
class	count	share of cell area
Multi-Input combinational cell	14	0.339
Tap cell	46	0.164
Sequential cell	4	0.229
Clock buffer	3	0.0643
Inverter	3	0.0321
Timing Repair Buffer	6	0.171
stage by stage:
stage,std cells,util,area [sq um]
2_1_floorplan,25,-,240
3_3_place_gp,73,0.0960,328
3_5_place_dp,73,0.0960,328
4_1_cts,76,0.103,350
5_1_grt,76,0.103,350
6_report,76,0.103,350
Power and IR drop assume default switching activity.
